$ cat ./run.sh
#!/bin/bash
# OpenROAD 26Q1-2900-gdf79404cd8, Yosys 0.63+post, stock flow scripts
make -C /OpenROAD-flow-scripts/flow DESIGN_CONFIG=/design/flow/config.mk WORK_HOME=/design/flow/orfs finish
$ cat ./config.mk
export PLATFORM = sky130hd
export DESIGN_NAME = active
export DESIGN_NICKNAME = active
export VERILOG_FILES = /design/flow/design.v
export SDC_FILE = /design/flow/constraint.sdc
export NUM_CORES = 4
export LEC_CHECK = 1
export CORE_AREA = 10 10 70 70
export DIE_AREA = 0 0 80 80
$ cat ./constraint.sdc
current_design active

set clk_period 4.8
set clk_io_pct 0.2

create_clock -name clk0 -period $clk_period

set non_clock_inputs [all_inputs -no_clocks]
set_input_delay [expr $clk_period * $clk_io_pct] -clock clk0 $non_clock_inputs
set_output_delay [expr $clk_period * $clk_io_pct] -clock clk0 [all_outputs]
$ cat ./design.v
module active(a,b,c,out,rdy,en);
input[7:0] a,b,c;
output [7:0] out;
output rdy;
input en;
assign out= (en) ? a+b+c:8'b0;
assign rdy=1'b1;
endmodule
==> metrics.json <==
{
  "standby_leakage_power": {"value": 0.348, "unit": "nW"},
  "grt_first_pass_wirelength": {"value": 2.35, "unit": "mm"},
  "final_antenna_net_count": {"value": 0},
  "layout.area.seq": {"value": 0, "unit": "sq um"},
  "report.final.slew_viol_count": {"value": 0},
  "placement.io_buffers": {"value": 33},
  "floorplan.rows": {"value": 21},
  "viasPerCell": {"value": 3.66},
  "grt.overflow.total": {"value": 0},
  "routed-via-count": {"value": 491},
  "drv_cap": {"value": 0},
  "hp-class": {"value": "input port to primary output"},
  "effective_utilization_at_floorplan": {"value": 14.0, "unit": "%"},
  "grt_antenna_before_repair": {"value": 0},
  "utilization": {"value": 25.7, "unit": "%"},
  "synth_area_per_cell": {"value": 8.69, "unit": "sq um"},
  "timing.critical_path.arrival": {"value": 3.52, "unit": "ns"},
  "synth_warn": {"value": 0},
  "critPathKind": {"value": "input port to primary output"},
  "syn_inst": {"value": 55},
  "remaining_drc_errors": {"value": 0},
  "clockBufferCount": {"value": 0},
  "number_of_endpoints_with_negative_hold_slack_in_the_final_report": {"value": 0},
  "post-cts-setup-buffer-count": {"value": 0},
  "rsz0062_at_grt": {"value": "false"},
  "design.portCount": {"value": 34},
  "critical_path.endpoint_type": {"value": "primary output"},
  "place_congestion": {"value": 0.734},
  "layout-drive-gt1-share": {"value": 5.68, "unit": "%"},
  "number_of_logged_tool_warnings": {"value": 32},
  "grt_max_degree": {"value": 9},
  "vdd_drop_max": {"value": 56.3, "unit": "uV"},
  "ys_cells": {"value": 55},
  "timing.critical_path.buf_inv": {"value": 4},
  "top_area_share": {"value": 33.5, "unit": "%"},
  "flops": {"value": 0},
  "dpl.cell_count": {"value": 134},
  "finish.instance_area": {"value": 878, "unit": "sq um"},
  "area_growth": {"value": 83.8, "unit": "%"},
  "average_detailed_routed_wire_length_per_instance": {"value": 10.4, "unit": "microns"},
  "fmaxAchievable": {"value": 223, "unit": "MHz"},
  "setup_total_negative_slack": {"value": 0, "unit": "ns"},
  "floorplan.die_area": {"value": 6400, "unit": "sq um"},
  "critical_path.max_stage_delay": {"value": 0.55, "unit": "ns"},
  "status": {"value": "complete, no violations"},
  "antennaDiodeCount": {"value": 0},
  "timing.final.crit_period": {"value": 4.48, "unit": "ns"},
  "crit_path_start_kind": {"value": "input port"},
  "timing.critical_path.cells": {"value": "clkdlybuf4s50_1, fa_1, ha_2, inv_1, fa_1, nor2b_2, buf_4, o21ai_0, a21oi_1, clkdlybuf4s50_1"},
  "setup_viol_count_final": {"value": 0},
  "post_synth_most_frequent_cells": {"value": "fa_1, ha_1, nor2_1, nand2_1"},
  "path_max_fanout": {"value": 2},
  "dieWidth": {"value": 80, "unit": "microns"},
  "yosysSeqAreaShare": {"value": 0, "unit": "%"},
  "fin_worst_hold_slack": {"value": 2.74, "unit": "ns"},
  "postPlaceCellArea": {"value": 866, "unit": "sq um"},
  "die_y": {"value": 80, "unit": "microns"},
  "grt_usage": {"value": 4.38, "unit": "%"},
  "yosys_area": {"value": 478, "unit": "sq um"},
  "critPathSlowestCell": {"value": "fa_1"},
  "worst_path_dominant_cell_family": {"value": "buffers and inverters"},
  "power-per-cell-area": {"value": 148, "unit": "nW/um^2"},
  "synth.cell_area": {"value": 478, "unit": "sq um"},
  "post-synth-top-count-cell": {"value": "fa_1"},
  "dp.final_hpwl": {"value": 1.31, "unit": "mm"},
  "drtPass1Iterations": {"value": 2},
  "wl": {"value": 1.40, "unit": "mm"},
  "yosys.area.top_type": {"value": "fa_1"},
  "core_area": {"value": 3420, "unit": "sq um"},
  "synthTopCellsByArea": {"value": "fa_1, ha_1, nor2_1, nor2b_1, xnor2_1"},
  "cp.required": {"value": 3.84, "unit": "ns"},
  "final_cell_count_no_fill": {"value": 134},
  "number_of_global_route_vias_before_repair": {"value": 526},
  "drt_first_iter_violations": {"value": 23},
  "cts_hold_buf": {"value": 0},
  "min_period_over_period": {"value": 93.4, "unit": "%"},
  "synth.lib_cells_used.distinct": {"value": 27}
}
[tightest hold or removal path, delay by kind of cell]
| kind | cells | cell delay [ns] |
|---|---|---|
| buffers and inverters | 2 | 0.66 |
| and+or+nand+nor | 1 | 0.11 |
| AOI/OAI and AO/OA | 1 | 0.05 |
[metrics by stage]
step           total power [W]  setup WS (ns)
3_5_place_dp          0.000130          0.108
3_3_place_gp          0.000129          0.109
2_1_floorplan        0.0000627           1.12
6_report              0.000130          0.317
5_1_grt               0.000150         0.0752
4_1_cts               0.000131         0.0907
[metal layers]
| metal | share of wire, % | global-route usage (%) | wire length, microns | vias to the layer above |
|---|---|---|---|---|
| li1 | - | - | - | 257 |
| met1 | 49 | 6.48 | 689 | 214 |
| met2 | 42 | 6.42 | 584 | 20 |
| met3 | 8.9 | 1.36 | 124 | 0 |
| met4 | 0 | 0 | 0 | 0 |
| met5 | 0 | 0 | 0 | - |
[cell families after synthesis]
family | count (synthesis) | synth area share [%]
other | 1 | 0.785
buffers and inverters | 5 | 4.71
adders and majority gates | 14 | 49.2
and+or+nand+nor | 19 | 22.0
xor gates and xnor gates | 3 | 5.50
AOI/OAI and AO/OA | 13 | 17.8
[power by group]
group	switching (W)	leakage, nW	internal [W]
Sequential	0	0	0
Clock	0	0	0
Combinational	0.0000517	0.348	0.0000784
[repair_timing]
item,in CTS,in global routing
endpoints found under the setup margin,0,1
gates resized,0,4
hold endpoints to repair,0,0
[layout make-up]
| cell class | count | area [sq um] |
|---|---|---|
| Timing Repair Buffer | 34 | 340 |
| Fill cell | 377 | 2540 |
| Multi-Input combinational cell | 50 | 465 |
| Tap cell | 46 | 57.6 |
| Inverter | 4 | 15.0 |
[path summary, 6_finish.rpt]
check	start	end	slack, ns	depth (start not counted)
worst max-delay path	a[1]	out[5]	0.32	10
worst min-delay path	en	out[7]	2.74	4
[cell usage in the layout, fill, tap and decap left out, types with 2 or more instances in the layout]
master,n
xnor2_1,2
nor2b_1,2
nor2_1,5
and2_1,2
a21oi_1,3
inv_1,3
clkdlybuf4s50_1,32
fa_1,8
o21ai_1,2
nand2_1,4
ha_1,5
No activity file was given, so power comes from the tool's default toggle rates.
