==> design.v <==
module FSM_test(
    input logic clk,
    input logic [11:0] ready,
    output logic [16:0] en,
    input logic rst,
    input logic test
);
logic load_l1a;
logic load_l1b;
logic load_l2a;
logic load_l2b;
logic load_l3a;
logic en_1a1;
logic en_1a2;
logic en_1a3;
logic en_1b1;
logic en_1b2;
logic en_1b3;
logic en_1c1;
logic en_1c2;
logic en_1c3;
logic en_active_l1a;
logic en_active_l1b;
logic en_active_l3c;
logic rdy_1a1;
logic rdy_1a2;
logic rdy_1a3;
logic rdy_1b1;
logic rdy_1b2;
logic rdy_1b3;
logic rdy_1c1;
logic rdy_1c2;
logic rdy_1c3;
logic rdy_act_l1a;
logic rdy_act_l1b;
logic rdy_act_l3a;
assign rdy_1a1=ready[11];
assign rdy_1a2=ready[10];
assign rdy_1a3=ready[9];
assign rdy_1b1=ready[8];
assign rdy_1b2=ready[7];
assign rdy_1b3=ready[6];
assign rdy_1c1=ready[5];
assign rdy_1c2=ready[4];
assign rdy_1c3=ready[3];
assign rdy_act_l1a=ready[2];
assign rdy_act_l1b=ready[1];
assign rdy_act_l3a=ready[0];
assign en[0]=load_l1a;
assign en[1]=load_l1b;
assign en[2]=load_l2a;
assign en[3]=load_l2b;
assign en[4]=load_l3a;
assign en[5]=en_1a1;
assign en[6]=en_1a2;
assign en[7]=en_1a3;
assign en[8]=en_1b1;
assign en[9]=en_1b2;
assign en[10]=en_1b3;
assign en[11]=en_1c1;
assign en[12]=en_1c2;
assign en[13]=en_1c3;
assign en[14]=en_active_l1a;
assign en[15]=en_active_l1b;
assign en[16]=en_active_l3c;
logic [5:0] curr_state,next_state;
logic [5:0] next;
always @(posedge clk) begin
    casex({curr_state})
    6'd0: if ( test===1'b1 ) begin
         next=6'd2;
    end else begin
        next=6'd0;
    end
    6'd1: if ( rst==1'b0 ) begin
        next=6'd0;
    end else begin
        next=6'd1;
    end
    6'd2: if (( ((rdy_1a1)&&(rdy_1a2)&&(rdy_1a3))==1'b1 )&&( ((rdy_1b1)&&(rdy_1b2)&&(rdy_1b3))==1'b1 )) begin
        next=6'd3;
    end else begin
        next=6'd2;
    end
    6'd3: if (( ((rdy_1a1)&&(rdy_1a2)&&(rdy_1a3))==1'b1 )&&( ((rdy_1b1)&&(rdy_1b2)&&(rdy_1b3))==1'b1 )) begin
        next=6'd4;
    end else begin
        next=6'd3;
    end
    6'd4: if ( ((rdy_1c1)&&(rdy_1c2)&&(rdy_1c3))==1'b1) begin
        next=6'd8;
    end else begin
        next=6'd4;
    end
    6'd8: if ( ((rdy_1c1)&&(rdy_1c2)&&(rdy_1c3))==1'b1) begin
        next=6'd9;
    end else begin
        next=6'd8;
    end
    6'd9: if ( ((rdy_1c1)&&(rdy_1c2)&&(rdy_1c3))==1'b1) begin
        next=6'd10;
    end else begin
        next=6'd9;
    end
    6'd10: if(test==1'b1) begin
        next=layer_1_init;
        end else begin
            next=6'd0;
        end
        default: next=6'd1;        
    endcase
end
assign next_state=next;
vDFF #(6) FSM_VDFF(
    .clk(clk),
    .load(1'b1),
    .out(curr_state),
    .in(next_state)
);
always @(posedge clk) begin
    casex({curr_state}) 
    6'd0 : begin 
            load_l1a     =1'b1;
            load_l1b     =1'b1;
            load_l2a     =1'b0;
            load_l2b     =1'b0;
            load_l3a     =1'b0;
            en_1a1       =1'b0;
            en_1a2       =1'b0;
            en_1a3       =1'b0;
            en_1b1       =1'b0;
            en_1b2       =1'b0;
            en_1b3       =1'b0;
            en_1c1       =1'b0;
            en_1c2       =1'b0;
            en_1c3       =1'b0;
            en_active_l1a=1'b0;
            en_active_l1b=1'b0;
            en_active_l3c=1'b0;
    end
    6'd1 :begin 
            load_l1a     =1'b0;
            load_l1b     =1'b0;
            load_l2a     =1'b0;
            load_l2b     =1'b0;
            load_l3a     =1'b0;
            en_1a1       =1'b0;
            en_1a2       =1'b0;
            en_1a3       =1'b0;
            en_1b1       =1'b0;
            en_1b2       =1'b0;
            en_1b3       =1'b0;
            en_1c1       =1'b0;
            en_1c2       =1'b0;
            en_1c3       =1'b0;
            en_active_l1a=1'b0;
            en_active_l1b=1'b0;
            en_active_l3c=1'b0;
    end
    6'd2 :begin 
            load_l1a     =1'b0;
            load_l1b     =1'b0;
            load_l2a     =1'b0;
            load_l2b     =1'b0;
            load_l3a     =1'b0;
            en_1a1       =1'b0;
            en_1a2       =1'b0;
            en_1a3       =1'b0;
            en_1b1       =1'b0;
            en_1b2       =1'b0;
            en_1b3       =1'b0;
            en_1c1       =1'b0;
            en_1c2       =1'b0;
            en_1c3       =1'b0;
            en_active_l1a=1'b0;
            en_active_l1b=1'b0;
            en_active_l3c=1'b0;
    end
    6'd3  :begin 
            load_l1a     =1'b0;
            load_l1b     =1'b0;
            load_l2a     =1'b0;
            load_l2b     =1'b0;
            load_l3a     =1'b0;
            en_1a1       =1'b1;
            en_1a2       =1'b1;
            en_1a3       =1'b1;
            en_1b1       =1'b1;
            en_1b2       =1'b1;
            en_1b3       =1'b1;
            en_1c1       =1'b0;
            en_1c2       =1'b0;
            en_1c3       =1'b0;
            en_active_l1a=1'b0;
            en_active_l1b=1'b0;
            en_active_l3c=1'b0;
    end
     6'd4 :begin 
            load_l1a     =1'b0;
            load_l1b     =1'b0;
            load_l2a     =1'b0;
            load_l2b     =1'b0;
            load_l3a     =1'b0;
            en_1a1       =1'b0;
            en_1a2       =1'b0;
            en_1a3       =1'b0;
            en_1b1       =1'b0;
            en_1b2       =1'b0;
            en_1b3       =1'b0;
            en_1c1       =1'b0;
            en_1c2       =1'b0;
            en_1c3       =1'b0;
            en_active_l1a=1'b1;
            en_active_l1b=1'b1;
            en_active_l3c=1'b0;
    end
    6'd8 :begin 
            load_l1a     =1'b0;
            load_l1b     =1'b0;
            load_l2a     =1'b1;
            load_l2b     =1'b1;
            load_l3a     =1'b0;
            en_1a1       =1'b0;
            en_1a2       =1'b0;
            en_1a3       =1'b0;
            en_1b1       =1'b0;
            en_1b2       =1'b0;
            en_1b3       =1'b0;
            en_1c1       =1'b0;
            en_1c2       =1'b0;
            en_1c3       =1'b0;
            en_active_l1a=1'b0;
            en_active_l1b=1'b0;
            en_active_l3c=1'b0;
    end
    6'd9  :begin 
            load_l1a     =1'b0;
            load_l1b     =1'b0;
            load_l2a     =1'b0;
            load_l2b     =1'b0;
            load_l3a     =1'b0;
            en_1a1       =1'b0;
            en_1a2       =1'b0;
            en_1a3       =1'b0;
            en_1b1       =1'b0;
            en_1b2       =1'b0;
            en_1b3       =1'b0;
            en_1c1       =1'b1;
            en_1c2       =1'b1;
            en_1c3       =1'b1;
            en_active_l1a=1'b0;
            en_active_l1b=1'b0;
            en_active_l3c=1'b0;
    end
    6'd10 :begin 
            load_l1a     =1'b0;
            load_l1b     =1'b0;
            load_l2a     =1'b0;
            load_l2b     =1'b0;
            load_l3a     =1'b1;
            en_1a1       =1'b0;
            en_1a2       =1'b0;
            en_1a3       =1'b0;
            en_1b1       =1'b0;
            en_1b2       =1'b0;
            en_1b3       =1'b0;
            en_1c1       =1'b0;
            en_1c2       =1'b0;
            en_1c3       =1'b0;
            en_active_l1a=1'b0;
            en_active_l1b=1'b0;
            en_active_l3c=1'b1;
    end
endcase
end
endmodule
module vDFF(clk, load, in, out);  
  parameter n = 9;   
  input clk, load;
  input [n-1:0] in;
  output [n-1:0] out;
  reg [n-1:0] out;
  wire [n-1:0] next_out;
  assign next_out = (load ? in : out);
  always @(posedge clk)
    out = next_out;
endmodule 
==> run.sh <==
#!/bin/bash
# OpenROAD 26Q1-2900-gdf79404cd8, Yosys 0.63+post, stock flow scripts
make -C /OpenROAD-flow-scripts/flow DESIGN_CONFIG=/design/flow/config.mk WORK_HOME=/design/flow/orfs finish
==> config.mk <==
export PLATFORM = sky130hd
export DESIGN_NAME = FSM_test
export DESIGN_NICKNAME = FSM_test
export VERILOG_FILES = /design/flow/design.v
export SDC_FILE = /design/flow/constraint.sdc
export NUM_CORES = 4
export LEC_CHECK = 1
export CORE_AREA = 10 10 78 78
export DIE_AREA = 0 0 88 88
==> constraint.sdc <==
current_design FSM_test

set clk_period 1.9
set clk_io_pct 0.2

create_clock -name clk0 -period $clk_period [get_ports {clk}]

set non_clock_inputs [all_inputs -no_clocks]
set_input_delay [expr $clk_period * $clk_io_pct] -clock clk0 $non_clock_inputs
set_output_delay [expr $clk_period * $clk_io_pct] -clock clk0 [all_outputs]
==> reports/results.ini <==
[drt]
route.detailed.vias_per_inst=4.04
drt-wirelength-per-cell_um=9.69
totalWireLength_mm=1.38
num_antenna_cells=0
routed-via-count=574
dr.first_iter.drc_count=36
detail_route.first_pass.iterations=4
ant_nets=0
drt_drc_violations_left=0

[grt]
globalRoute.totalOverflow=0
grt_max_degree=22
grt_first_pass_wirelength_mm=2.34
number_of_antenna_violations_at_the_first_check_in_global_routing=0
first_global_vias=523
global_route.usage.total=0.0361

[worst_setup_path]
worst-r2r-cell-count=4
regToRegStartpoint=FSM_VDFF.out[3]$_DFF_P_
cp-end-kind=flip-flop
critPathLaunch=FSM_VDFF.out[3]$_DFF_P_
timing.rr.end=en_1a2$_DFFE_PP_
worstPathArrival_ns=1.51
worstPathRequired_ns=1.87
setup.worst_path.start_class=flip-flop
critical_path_class=reg2reg
regToRegSetupSlack_ns=0.36
path_max_fanout=18
setup.worst_path.end=en_1a2$_DFFE_PP_

[floorplanning]
row_count=24
die_width_um=88
num_io_pins=32
initial_core_util=0.177
die_area_mm2=0.00774
core_area_mm2=0.00441
die-height_um=88

[power]
p_int_w=0.000709
power_frac_clock=0.301
power.leakage_nw=0.370
power_switching_share=0.229
vdd.ir_drop.worst_v=0.000258
p_seq_frac=0.444
net-switching-power_w=0.000210
combPwrFrac=0.255
powerDensity_mw_per_mm2=900

[synthesis]
postSynthCellCount=80
async_flop_share=0
yosysCellCount=80
ys_top_cells_by_area=sky130_fd_sc_hd__edfxtp_1 (23%), sky130_fd_sc_hd__dfxtp_1 (21%), sky130_fd_sc_hd__buf_4 (18%), sky130_fd_sc_hd__o21ai_0 (5.1%), sky130_fd_sc_hd__nor2_1 (2.9%)
synth_sequential_area_ratio=0.437
yosys_register_bits=14
enable_flop_cells=6
ff_type=sky130_fd_sc_hd__dfxtp_1
netlist_area_um2=779
syn_avg_cell_area_um2=9.74
post-synth-top-area-fraction=0.231
synth.yosys.warnings=4
leading_area_contributor_after_synthesis=sky130_fd_sc_hd__edfxtp_1
yosysChipArea_um2=779
count_of_different_cell_masters_after_synthesis=28

[cells_and_area]
area_growth_syn_to_layout_pct=31.1
drive_above_1_share=0.0778
finish.utilization=0.232

[timing]
setup_ws_ns=0.364
max-slew-margin-rel=0.593
achievable-frequency_ghz=0.651
timing.final.hold_violations=0
layout_worst_path_cycle_share=0.808
clock-skew-final_ns=0.00164
max_slew.worst_pin.slew_ns=0.609
setup_viol=0
fin_tns_setup_ns=0
unrepaired_setup_endpoints_after_global_routing=false
post-route-min-period_ns=1.54
drv_slew=0

[clocking]
holdBufCountCts=0
post-cts-setup-buffers=0
clock_buffer_count_from_cts=3
clock_tree_from_tritoncts=yes
h_tree_level_count=1
clockBufferDepth=2
clkTransAtPathRegs_ns=0.05
post_cts_resized=0
clkSinkCount=14
clock-root-buffer=sky130_fd_sc_hd__clkbuf_8
clock_insertion_delay_worst_skew_ns=0.24

[run]
log.warning_count=28
cap_violations=0

[placement]
routabilityCongestion=0.761
place.port_buffers=28
final_hpwl_dp_mm=1.08
worst_slack_after_detailed_placement_ns=0.324

[worst_hold_path]
worstHoldPathType=reg2reg

[outcome]
run_status=finished clean

[stage by stage]
stage | cells | power (W) | hold slack [ns] | area (um2)
2_1_floorplan | 80 | 0.000585 | 0.310 | 779
3_3_place_gp | 138 | 0.000649 | 0.310 | 967
3_5_place_dp | 138 | 0.000654 | 0.314 | 967
4_1_cts | 142 | 0.000928 | 0.327 | 1020
5_1_grt | 142 | 0.000984 | 0.334 | 1020
6_report | 142 | 0.000920 | 0.324 | 1020
[Yosys cell counts (all sizes together) (2+ instances only)]
cell     n
nand3b   2
nand4b   2
a21oi    3
o21ai    8
edfxtp   6
dfxtp    8
nand2    2
nand3    4
nor2     7
buf     22
a22oi    2
[worst min path at each step]
stage / startpoint / to / slack (ns) / depth (start not counted)
CTS: next[0]$_DFF_P_ / FSM_VDFF.out[0]$_DFF_P_ / 0.33 / 0
global route: next[3]$_DFF_P_ / FSM_VDFF.out[3]$_DFF_P_ / 0.33 / 0
finish: next[0]$_DFF_P_ / FSM_VDFF.out[0]$_DFF_P_ / 0.32 / 0
[area by class of cell]
type	count	area [um2]
fillers	456	3390
flip-flops and latches	14	340
repair buffers	28	280
multi-input cells	43	278
well taps	52	65.1
clock buffers	4	55.1
inverters	1	3.75
[kinds of logic after synthesis]
logic type,count (synthesis),synth area share
buffers and inverters,23,0.207
DFF,14,0.437
AOI/OAI and AO/OA,18,0.153
and+or+nand+nor,25,0.204
[cell usage in the layout (no fill, tap or decap), drive strengths merged, types with 2 or more instances in the layout]
cell type and n:
clkdlybuf4s50 28, dfxtp 8, o21ai 8, nor2 7, edfxtp 6, nand3 4, clkbuf 4, a21oi 3
nand4b 2, nand3b 2, a22oi 2, nand2 2
[critical path, stage by stage (launching register included)]
cell,delay (ns)
sky130_fd_sc_hd__dfxtp_1,0.64
sky130_fd_sc_hd__or2_4,0.26
sky130_fd_sc_hd__a21oi_4,0.07
sky130_fd_sc_hd__nor2_4,0.18
sky130_fd_sc_hd__o21ai_0,0.12
[metal layers]
metal / wire, um / vias up / global-route usage
met5: 0 / - / 0
met1: 617 / 249 / 0.0480
met2: 433 / 35 / 0.0463
met3: 324 / 0 / 0.0299
met4: 0 / 0 / 0.00145
li1: - / 290 / -
[power by group through the flow]
| stage | registers, W | logic, W | clock network, W |
|---|---|---|---|
| final | 0.000408 | 0.000234 | 0.000277 |
| after CTS | 0.000409 | 0.000239 | 0.000280 |
| after global routing | 0.000418 | 0.000263 | 0.000303 |
[registers in the layout, summed over array words and instances (netlist names)]
register,flops
next,4
load_l1b,1
en_1a2,1
FSM_VDFF.out,4
en_active_l1a,1
load_l3a,1
load_l2b,1
en_1c1,1
Power is estimated from default activity; no workload was simulated.
